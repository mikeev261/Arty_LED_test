`flow/constraint.sdc`:
```
current_design led_top

set clk_period 2.0
set clk_io_pct 0.2

create_clock -name clk0 -period $clk_period [get_ports {sclk}]

set non_clock_inputs [all_inputs -no_clocks]
set_input_delay [expr $clk_period * $clk_io_pct] -clock clk0 $non_clock_inputs
set_output_delay [expr $clk_period * $clk_io_pct] -clock clk0 [all_outputs]
```
`flow/run.sh`:
```
#!/bin/bash
# OpenROAD 26Q1-2900-gdf79404cd8, Yosys 0.63+post, stock flow scripts
make -C /OpenROAD-flow-scripts/flow DESIGN_CONFIG=/design/flow/config.mk WORK_HOME=/design/flow/orfs finish
```
`flow/config.mk`:
```
export PLATFORM = sky130hd
export DESIGN_NAME = led_top
export DESIGN_NICKNAME = led_top
export VERILOG_FILES = /design/flow/design.v
export SDC_FILE = /design/flow/constraint.sdc
export NUM_CORES = 4
export LEC_CHECK = 1
export CORE_UTILIZATION = 30
export SYNTH_HDL_FRONTEND = slang
```
`flow/design.v`:
```
`timescale 1ns / 1ps
module debounce (
  sclk,
  resetn,
  signal_in, 
  signal_out
  );
  parameter WIDTH = 1;
  input sclk;
  input resetn;
  input [WIDTH-1:0] signal_in;
  output logic [WIDTH-1:0] signal_out;
  logic [WIDTH-1:0] signal_1d; 
  logic [WIDTH-1:0] signal_2d;
  always_ff @(posedge sclk) begin
    if(!resetn) begin
      signal_1d <= 'd0;
      signal_2d <= 'd0;
    end 
    else begin
      signal_1d <= signal_in;
      signal_2d <= signal_1d; 
    end   
  end
  logic [10:0] counter; 
  always_ff @(posedge sclk) begin
    if(!resetn) counter <= 'd0;
    else counter <= counter + 1'b1; 
  end
  wire sample = counter == 2000; 
  logic state[WIDTH];
  logic next_state[WIDTH]; 
  always_comb begin
    for(int i=0; i<WIDTH; i++) begin
      case(state[i])
        1'b0: begin 
          if(signal_2d[i]) next_state[i] = 1'b1; 
          else next_state[i] = 1'b0;
        end  
        1'b1: begin
          if(!signal_2d[i]) next_state[i] = 1'b0; 
          else next_state[i] = 1'b1; 
        end
      endcase
    end
  end
  always_ff @(posedge sclk) begin
    for(int i=0; i<WIDTH; i++) begin
      if(!resetn) state[i] <= 1'b0; 
      else if(sample) state[i] <= next_state[i];   
    end
  end
  always_comb begin
    for(int i=0; i<WIDTH; i++) begin
      signal_out[i] = state[i] == 1'b1; 
    end
  end   
endmodule
`timescale 1ns / 1ps
module led_ctrl(
  input resetn,
  input sclk,
  input [3:0] sw,
  input [3:0] btn,
  output logic [3:0] led,
  output logic led0_r,
  output logic led0_g,
  output logic led0_b,
  output logic led1_r,
  output logic led1_g,
  output logic led1_b,
  output logic led2_r,                    
  output logic led2_g,
  output logic led2_b,
  output logic led3_r,                    
  output logic led3_g,
  output logic led3_b    
);
  typedef struct packed{
    logic r;
    logic g;
    logic b;
  } color_led__st;
  color_led__st color_led__s[4];
  color_led__st color_led_duty_cycled__s[4];
  color_led__st red__s;
  color_led__st green__s;
  color_led__st blue__s; 
  color_led__st purple__s; 
  color_led__st yellow__s;
  color_led__st cyan__s; 
  assign red__s     = color_led__st'{1'b1, 1'b0, 1'b0};
  assign green__s   = color_led__st'{1'b0, 1'b1, 1'b0};
  assign blue__s    = color_led__st'{1'b0, 1'b0, 1'b1}; 
  assign purple__s  = color_led__st'{1'b1, 1'b0, 1'b1};
  assign yellow__s  = color_led__st'{1'b1, 1'b1, 1'b0}; 
  assign cyan__s    = color_led__st'{1'b0, 1'b1, 1'b1};
  assign {led0_r, led0_g, led0_b} = {color_led_duty_cycled__s[0].r, color_led_duty_cycled__s[0].g, color_led_duty_cycled__s[0].b};  
  assign {led1_r, led1_g, led1_b} = {color_led_duty_cycled__s[1].r, color_led_duty_cycled__s[1].g, color_led_duty_cycled__s[1].b};
  assign {led2_r, led2_g, led2_b} = {color_led_duty_cycled__s[2].r, color_led_duty_cycled__s[2].g, color_led_duty_cycled__s[2].b};
  assign {led3_r, led3_g, led3_b} = {color_led_duty_cycled__s[3].r, color_led_duty_cycled__s[3].g, color_led_duty_cycled__s[3].b};
  logic button_status[4];
  logic button_toggled[4];  
  always_ff @(posedge sclk) begin
    for(int i = 0; i < 4; i++) begin
      if(button_toggled[i]) begin
        button_status[i] <= 1'b0;
        button_toggled[i] <= 1'b0;
      end
      else if(btn[i]) begin  
        button_status[i] <= 1'b1;
        button_toggled[i] <= 1'b0;  
      end
      else if(!btn[i] && button_status[i]) begin
        button_status[i] <= 1'b0; 
        button_toggled[i] <= 1'b1; 
      end
    end
  end
  parameter RED     = 3'd0;
  parameter GREEN   = 3'd1; 
  parameter BLUE    = 3'd2; 
  parameter PURPLE  = 3'd3; 
  parameter YELLOW  = 3'd4; 
  parameter CYAN    = 3'd5; 
  logic [2:0] color_state[4];
  logic [2:0] next_color_state[4];
  always_comb begin
    for(int i = 0; i < 4; i++) begin   
      unique case (color_state[i]) 
        RED: begin 
          color_led__s[i] = red__s; 
          next_color_state[i] = GREEN;
        end 
        GREEN: begin
          color_led__s[i] = green__s;
          next_color_state[i] = BLUE;
        end
        BLUE: begin
          color_led__s[i] = blue__s;  
          next_color_state[i] = PURPLE;
        end
        PURPLE: begin
          color_led__s[i] = purple__s;
          next_color_state[i] = YELLOW;
        end 
        YELLOW: begin
          color_led__s[i] = yellow__s;
          next_color_state[i] = CYAN;
        end
        CYAN: begin
          color_led__s[i] = cyan__s; 
          next_color_state[i] = RED;
        end  
        default: begin 
          color_led__s[i] = 'dx;
          next_color_state[i] = 'dx;
        end 
      endcase
    end
  end
  always_ff @(posedge sclk) begin
    for(int i = 0; i < 4; i++) begin   
      if(!resetn) begin
        color_state[i] <= 3'd0; 
      end
      else if (button_toggled[i]) begin
        color_state[i] <= next_color_state[i]; 
      end 
    end
  end
  logic [3:0] clk_counter; 
  always_ff @(posedge sclk) begin
      if(!resetn) clk_counter <= 'd0; 
      else clk_counter <= clk_counter + 1'b1;  
  end
  logic [3:0] sw_exp; 
  always_comb begin
    unique case (sw)
      'd15: sw_exp = 'd15;
      'd14: sw_exp = 'd12;
      'd13: sw_exp = 'd10; 
      'd12: sw_exp = 'd8; 
      'd11: sw_exp = 'd6; 
      'd10: sw_exp = 'd5; 
      'd9: sw_exp = 'd4; 
      'd8, 'd7: sw_exp = 'd3;  
      'd6, 'd5: sw_exp = 'd2;  
      'd4, 'd3, 'd2, 'd1: sw_exp = 'd1;  
      'd0: sw_exp = 'd0;        
    endcase
  end
  always_ff @(posedge sclk) begin
    for(int i = 0; i < 4; i++) begin         
      if(!resetn) begin
        color_led_duty_cycled__s[i].r <= 1'b1;
        color_led_duty_cycled__s[i].g <= 1'b0;
        color_led_duty_cycled__s[i].b <= 1'b1;  
      end
      else if(clk_counter < sw_exp) begin
        color_led_duty_cycled__s[i].r <= color_led__s[i].r | btn[i];
        color_led_duty_cycled__s[i].g <= color_led__s[i].g | btn[i];
        color_led_duty_cycled__s[i].b <= color_led__s[i].b | btn[i];                 
      end
      else begin
        color_led_duty_cycled__s[i].r <= 1'b0;
        color_led_duty_cycled__s[i].g <= 1'b0;
        color_led_duty_cycled__s[i].b <= 1'b0;                 
      end
    end
  end      
endmodule
`timescale 1ns / 1ps
module led_top(
    input resetn,
    input sclk,
    input [3:0] sw,
    input [3:0] btn,
    output logic [3:0] led,
    output logic led0_r,
    output logic led0_g,
    output logic led0_b,
    output logic led1_r,
    output logic led1_g,
    output logic led1_b,
    output logic led2_r,                    
    output logic led2_g,
    output logic led2_b,
    output logic led3_r,                    
    output logic led3_g,
    output logic led3_b    
    );
  wire [3:0] btn_db;
  wire [3:0] sw_db;
  debounce #(.WIDTH(4)) btn_debounce(.*, .signal_in(btn), .signal_out(btn_db));
  debounce #(.WIDTH(4)) sw_debounce(.*, .signal_in(sw), .signal_out(sw_db));  
  led_ctrl led_ctrl(.*, .sw(sw_db), .btn(btn_db));
endmodule
```
==> flow_metrics.tcl <==
# implementation run metrics
set metrics [dict create \
    fp.dieH_um 114 \
    p_int_mw 3.10 \
    reg2reg_to "led_ctrl.color_led_duty_cycled__s[3][0]$_SDFFCE_PP0P_" \
    grt_max_degree 32 \
    first_pass_iters 4 \
    clockRootBuffer "clkbuf_16" \
    powerDensity_nw_per_um2 897 \
    hold_path_end "btn_debounce.signal_2d[2]$_SDFF_PN0_" \
    core_region_area_um2 12100 \
    cts_tree "yes" \
    violations "setup timing" \
    rr_startpoint "sw_debounce.state[1]$_DFFE_PP_" \
    dieArea_um2 12900 \
    hold_viol_final 0 \
    async_flop_share_pct 0 \
    pin_count 26 \
    ys_chip_area_um2 3740 \
    cts.sinks 82 \
    synth-edff-count 37 \
    fp_util_pct 30.9 \
    max_stage_delay_ns 0.41 \
    die-width_um 114 \
    setup_viol_count_final 12 \
    combPwrFrac_pct 11.6 \
    grt_overflow 0 \
    avgViaCountPerCell 4.37 \
    critical_path_buf_inv_count 2 \
    yosys.stat.seqShare_pct 53.7 \
    post-route-cell-area_um2 4560 \
    path_clk_slew_ns 0.06 \
    crit_path_end_kind "flip-flop" \
    reg2reg_depth 10 \
    routed_wirelength_mm 5.68 \
    fin_crit_sh_pct 105 \
    numCtsBuffers 9 \
    final_cell_mix "dfxtp_1 (45), and2_1 (39), edfxtp_1 (37), nand2_1 (27), nand3_1 (22)" \
    dpl_cell_area_um2 4210 \
    start_kind "flip-flop" \
    tns_ns -0.902 \
    synth_flops 82 \
    worstPathRequired_ns 2.20 \
    met2_usage_pct 14.4 \
    drv_cap 0 \
    track_usage_pct 9.43 \
    area_growth_pct 21.8 \
    cp.arrival_ns 2.31 \
    switching_share_pct 24.2 \
    use_met3_pct 2.54 \
    cp_slowest_cell "edfxtp_1" \
    synth.distinct_cells 39 \
    drt_iter0_drc 69 \
    finalWorstSetupSlack_ns -0.108 \
    seq_power_share_pct 49.6 \
    clockBufferDepth 2 \
    ant_nets 0 \
    dp_slack_ns -0.190 \
    port-buffer-count 21 \
    drc 0 \
    path_delay_family "adder cells" \
    drv_slew 0 \
    htreeDepth 3 \
    route.vias.total 2474 \
    switching_power_uw 990 \
    layout-drive-gt1-share_pct 10.1 \
    critPathMaxFanout 8 \
    warnings 31 \
    hpwl_mm 3.92 \
    crit_chain "inv_2, ha_4, nor3b_2, a21oi_1, ha_1, o211a_1, a211oi_4, buf_6, nand2_1, nand3_1" \
    cts_hold_buf 0 \
    wl_per_cell_um 10.0 \
    power_leakage_nw 1.74 \
    finClkSkew_ns 0.00806 \
    fin_cells 566 \
    finalCriticalPeriod_ns 2.11 \
    rsz0062_at_grt "yes" \
    critPathKind "flip-flop to flip-flop" \
    clkPwrFrac_pct 38.8 \
    final_common_cell "dfxtp_1" \
    gr-max-usage-layer "met2" \
    antenna_cells 0 \
    clk_latency_ns 0.33 \
    rows 40 \
    synth_warnings 4 \
    grt_pass1_vias 2200 \
    synthCells 356 \
    antenna_found_initial 0 \
    syn_area_um2 3740 \
    ys.flop_type "dfxtp_1" \
    rrSetupSlack_ns -0.11 \
    routabilityCongestion 0.754 \
    hold_depth 1 \
    grt_util_met1_pct 14.2 \
    yosys_cells 356 \
    grt_pass1_wl_mm 9.78 \
    place_inst 547 \
    maxClockFrequency_mhz 474 \
    syn_area_per_cell_um2 10.5 \
    ir_drop_uv 391 \
    final_util_pct 37.6 \
    hold_path.class "flip-flop to flip-flop" \
    status "finished, violations left" \
    min_from "btn_debounce.signal_1d[2]$_SDFF_PN0_" \
]
-- kinds of logic after synthesis --
family | Yosys count | synth area share [%]
compound gates | 37 | 7.38
fa+ha+maj | 10 | 3.34
xor+xnor | 24 | 5.61
buf+inv | 26 | 3.11
other cells | 2 | 0.201
simple gates | 175 | 26.6
flops | 82 | 53.7
-- power by group through the flow --
stage	logic (mW)	clock network (mW)	registers, mW
6_report	0.476	1.59	2.03
5_1_grt	0.540	1.71	2.05
4_1_cts	0.461	1.64	2.03
-- cells in the mapped netlist (3+ instances only) --
cell      count  area share [%]
ha_1         10             3.3
nand2b_1      7             1.2
and3_1        6             1.0
nor2b_1      13             2.2
dfxtp_1      45              24
clkbuf_1     14             1.4
xnor2_1      21             4.9
a21oi_1      11             1.5
and4_1        8             1.9
nor2_1       17             1.7
nand3_1      23             3.1
o21ai_0       5            0.67
o21bai_1      3            0.60
nor3b_1      11             2.2
xor2_1        3            0.70
o211ai_1      9             1.8
nand2_1      29             2.9
edfxtp_1     37              30
nand4_1       4            0.67
or3_1         6             1.0
and2_1       39             6.5
nor3_1        4            0.53
inv_1         7            0.70
buf_4         5             1.0
-- layer usage --
metal | routed length [um] | vias up
li1 | - | 1296
met5 | 0 | -
met3 | 286 | 8
met2 | 2400 | 46
met1 | 2920 | 1124
met4 | 76 | 0
-- flip-flops by register name, summed over array words and instances (netlist names), 11 cells and up --
register / count
led_ctrl.color_led_duty_cycled__s: 12
led_ctrl.color_state: 12
sw_debounce.counter: 11
btn_debounce.counter: 11
-- per-stage QoR --
| stage | power [mW] | hold slack [ns] |
|---|---|---|
| after floorplan | 2.36 | 0.412 |
| after global placement | 2.48 | 0.417 |
| after detailed placement | 2.50 | 0.418 |
| after CTS | 4.13 | 0.434 |
| after global routing | 4.30 | 0.455 |
| final | 4.09 | 0.433 |
-- worst max-delay path by stage --
stage,from,to,slack [ns],cells past startpoint
after CTS,sw_debounce.state[1]$_DFFE_PP_,led_ctrl.color_led_duty_cycled__s[0][2]$_SDFFCE_PP0P_,-0.12,10
after global routing,sw_debounce.state[1]$_DFFE_PP_,led_ctrl.color_led_duty_cycled__s[3][0]$_SDFFCE_PP0P_,-0.22,10
final,sw_debounce.state[1]$_DFFE_PP_,led_ctrl.color_led_duty_cycled__s[3][0]$_SDFFCE_PP0P_,-0.11,10
-- cell type report --
type,instances,area (um2)
Clock inverter,5,46.3
Timing Repair Buffer,31,288
Clock buffer,11,254
Sequential cell,82,2010
Inverter,7,26.3
Multi-Input combinational cell,262,1720
Tap cell,168,210
Fill cell,1199,7550
-- repair_timing --
item / CTS / global route
gates cloned: 0 / 0
endpoints found under the setup margin: 8 / 12
resized: 3 / 5
pin swaps: 3 / 7
setup buffers: 2 / 1
No activity file was given, so power comes from the tool's default toggle rates.
